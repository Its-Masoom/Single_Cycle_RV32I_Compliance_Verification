==> flow/design.v <==
module ALU (
    input logic  [4:0]  alu_op,
    input logic  [31:0] SrcA,SrcB,
    output logic [31:0] ALUResult
);
 always_comb begin
    case(alu_op)
    5'b00000: ALUResult = SrcA + SrcB ;                              
    5'b00001: ALUResult = SrcA - SrcB ;                              
    5'b00010: ALUResult = SrcA << SrcB[4:0];                         
    5'b00011: ALUResult = ($signed(SrcA) < $signed(SrcB)) ? 1 : 0;   
    5'b00100: ALUResult = (SrcA < SrcB) ? 1 : 0;                     
    5'b00101: ALUResult = SrcA ^ SrcB;                               
    5'b00110: ALUResult = SrcA >> SrcB[4:0];                         
    5'b00111: ALUResult = $signed(SrcA) >>> SrcB[4:0];               
    5'b01000: ALUResult = SrcA | SrcB;                               
    5'b01001: ALUResult = SrcA & SrcB;                               
    5'b01010: ALUResult = SrcB;                                      
    default:  ALUResult = SrcA + SrcB;
    endcase
  end
endmodule
==> flow/run.sh <==
#!/bin/bash
# OpenROAD 26Q1-2900-gdf79404cd8, Yosys 0.63+post, stock flow scripts
make -C /OpenROAD-flow-scripts/flow DESIGN_CONFIG=/design/flow/config.mk WORK_HOME=/design/flow/orfs finish
==> flow/config.mk <==
export PLATFORM = sky130hd
export DESIGN_NAME = ALU
export DESIGN_NICKNAME = ALU
export VERILOG_FILES = /design/flow/design.v
export SDC_FILE = /design/flow/constraint.sdc
export NUM_CORES = 4
export LEC_CHECK = 1
export CORE_UTILIZATION = 30
==> flow/constraint.sdc <==
current_design ALU

set clk_period 11.4
set clk_io_pct 0.2

create_clock -name clk0 -period $clk_period

set non_clock_inputs [all_inputs -no_clocks]
set_input_delay [expr $clk_period * $clk_io_pct] -clock clk0 $non_clock_inputs
set_output_delay [expr $clk_period * $clk_io_pct] -clock clk0 [all_outputs]
==> metrics.yaml <==
endpoint_kind: "output pin"
antenna_left: 0
fin_crit_ps: 9400
top_cells_by_area: "mux4_2 (13%), ha_1 (13%), a21oi_1 (6.1%), nor2_1 (6.1%), nand2_1 (4.2%)"
postSynthSeqShare_pct: 0
die_h_um: 176
gp_congestion: 1.04
fin_area_mm2: 0.0102
required_ps: 9120
portBuffers: 101
drc_errors: 0
cts_setup_buffers: 0
wl_mm: 44.6
grt_pass1_vias: 10100
arrival_ps: 7120
grt_max_degree: 65
maxCapViolCount: 0
grtUsageTotal_pct: 29.1
rsz0062_at_grt: "no"
yosys_area_mm2: 0.00907
place_area_mm2: 0.0102
grt_overflow_total: 0
ff_count: 0
final_hold_viol_count: 0
maxSlewViolCount: 0
drt_iter0_drc: 1158
critical_path_class: "in -> out"
cp-start-kind: "input pin"
status: "complete, no violations"
viasPerCell: 6.40
power.density_mw_per_mm2: 52.8
syn_avg_cell_area_um2: 7.10
setup_tns_ps: 0
synth_top_area_share_pct: 13.4
wire_per_inst_um: 26.4
ys_cells: 1277
rows: 63
nClkBuffers: 0
io_pins: 101
p_int_uw: 220
yosysWarnings: 1
tool_warnings: 97
switchingPower_uw: 320
peakVddDrop_uv: 24.8
switching_share_pct: 59.3
ctsHoldBuffers: 0
fp_util_pct: 30.5
cts.repair.resized: 0
hold_path_class: "in -> out"
postSynthCellCount: 1277
die_area_mm2: 0.0309
drive_above_1_share_pct: 8.86
crit_path_end: "ALUResult[0]"
synth_area_mm2: 0.00907
drt-pass1-iter-count: 6
startpoint: "SrcB[4]"
area_delta_synth_final_pct: 12.8
cp_max_fo: 46
fillers: 3131
synthDistinctLibCells: 90
die_x_um: 176
seqCellArea_um2: 0
top_area_cell: "mux4_2"
setup_viol: 0
grt_pass1_wl_mm: 65.9
period_used_pct: 82.5
worst_pin_slew_ps: 908
antenna_found_initial: 2
coreArea_mm2: 0.0297
dr_total_vias: 10800
dp.final_hpwl_mm: 35.0
max_freq_mhz: 106
p_leak_nw: 4.07
slew-limit-headroom_pct: 39.1
-- power groups by stage --
| stage | combinational [mW] | sequential, mW | clock, mW |
|---|---|---|---|
| global route | 0.578 | 0 | 0 |
| CTS | 0.529 | 0 | 0 |
-- cell type report --
cell class | count | area [um2] | share of cell area [%]
Inverter | 99 | 372 | 3.63
Tap cell | 390 | 488 | 4.77
Multi-Input combinational cell | 1076 | 8210 | 80.2
Antenna cell | 2 | 5.00 | 0.0489
Timing Repair Buffer | 123 | 1160 | 11.3
-- cells in the final DEF, fill, tap and decap left out, types with 36 or more instances in the layout --
cell type	synthesis	final
nor2_1	147	147
a21oi_1	111	111
nand2_1	101	101
ha_1	97	97
clkdlybuf4s50_1	0	97
inv_1	90	90
o21ai_0	68	68
mux4_2	54	54
nor3_1	38	38
o211ai_1	36	36
-- through the flow --
| stage | worst slack [ps] | power [mW] | std cells | hold WS (ps) | util [%] |
|---|---|---|---|---|---|
| floorplan | 3370 | 0.322 | 1277 | 4730 | - |
| global placement | 2190 | 0.529 | 1688 | 5800 | 34.4 |
| detailed placement | 2210 | 0.525 | 1688 | 5800 | 34.4 |
| CTS | 2160 | 0.529 | 1688 | 5800 | 34.4 |
| global route | 1800 | 0.578 | 1688 | 5880 | 34.4 |
| finish | 2000 | 0.540 | 1690 | 5770 | 34.4 |
-- Yosys cell counts (5+ instances only) --
| master | instances |
|---|---|
| o31ai_1 | 14 |
| o221ai_1 | 8 |
| mux4_2 | 54 |
| ha_1 | 97 |
| o21bai_1 | 15 |
| nor2_1 | 147 |
| a21oi_1 | 111 |
| buf_4 | 13 |
| a31oi_1 | 6 |
| a221o_1 | 14 |
| a22o_1 | 5 |
| o2111ai_1 | 5 |
| o21ai_1 | 20 |
| xnor2_1 | 9 |
| nand4_1 | 10 |
| nor2b_1 | 11 |
| inv_1 | 90 |
| nor4_1 | 6 |
| a211o_1 | 8 |
| a21o_1 | 23 |
| o21ai_0 | 68 |
| inv_2 | 9 |
| nand2_1 | 101 |
| o22ai_1 | 11 |
| clkbuf_1 | 47 |
| mux2i_1 | 35 |
| o211ai_1 | 36 |
| buf_2 | 25 |
| buf_1 | 12 |
| nor3_1 | 38 |
| a221oi_1 | 23 |
| or3_1 | 5 |
| nand3_1 | 31 |
| o21a_1 | 5 |
| a22oi_1 | 15 |
| nand2b_1 | 14 |
| and2_1 | 7 |
| mux4_1 | 5 |
| a211oi_1 | 22 |
-- cell families (layout without fill, tap and decap cells) --
logic type | count (synthesis) | in the layout | share of synthesized area, %
and+or+nand+nor | 399 | 399 | 20.3
buffers and inverters | 201 | 222 | 9.71
other | 0 | 2 | 0
xor gates and xnor gates | 11 | 11 | 1.06
AOI/OAI and AO/OA | 468 | 468 | 35.7
adders and majority gates | 99 | 99 | 13.8
muxes | 99 | 99 | 19.3
-- worst min-delay path by stage --
stage     slack (ps)  depth (start not counted)      endpoint    start
4_1_cts         5800                          5  ALUResult[1]  SrcB[1]
5_1_grt         5880                          5  ALUResult[1]  SrcB[1]
6_report        5770                          5  ALUResult[1]  SrcB[1]
-- metal layers --
metal	vias up	global-route usage [%]	share of wire, %
met4	0	11.3	4.4
met2	622	43.3	43
met1	5196	41.5	43
li1	4896	-	-
met3	94	5.78	8.9
met5	-	0	0
-- worst max-delay path, cell delays in order --
cell,delay [ps]
clkdlybuf4s50_1,460
buf_4,400
inv_1,440
ha_1,520
inv_1,100
a21oi_1,230
o211ai_1,270
a21oi_2,380
o21ai_2,170
a2111oi_2,630
o41a_1,340
o21ai_1,130
a32oi_1,260
clkdlybuf4s50_1,500
Power is estimated from default activity; no workload was simulated.
