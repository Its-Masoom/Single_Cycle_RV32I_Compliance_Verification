<file path="/design/flow/config.mk">
export PLATFORM = sky130hd
export DESIGN_NAME = BranchCond
export DESIGN_NICKNAME = BranchCond
export VERILOG_FILES = /design/flow/design.v
export SDC_FILE = /design/flow/constraint.sdc
export NUM_CORES = 4
export LEC_CHECK = 1
export CORE_UTILIZATION = 30
</file>
<file path="/design/flow/constraint.sdc">
current_design BranchCond

set clk_period 9.6
set clk_io_pct 0.2

create_clock -name clk0 -period $clk_period

set non_clock_inputs [all_inputs -no_clocks]
set_input_delay [expr $clk_period * $clk_io_pct] -clock clk0 $non_clock_inputs
set_output_delay [expr $clk_period * $clk_io_pct] -clock clk0 [all_outputs]
</file>
<file path="/design/flow/design.v">
module BranchCond (
    input logic [2:0]  funct3,
    input logic [6:0]  instr_opcode,
    input logic [31:0] rdata1,rdata2,
    output logic br_taken
);
parameter [2:0] BEQ  = 3'b000;
parameter [2:0] BNE  = 3'b001;
parameter [2:0] BLT  = 3'b100;
parameter [2:0] BGE  = 3'b101;
parameter [2:0] BLTU = 3'b110;
parameter [2:0] BGEU = 3'b111;
logic [32:0] cmp_output;
logic [31:0] cmp_operand_1,cmp_operand_2;
logic        cmp_not_zero,cmp_neg,cmp_overflow;
assign cmp_operand_1 = rdata1;
assign cmp_operand_2 = rdata2;
assign cmp_output    = {1'b0, cmp_operand_1} -{1'b0, cmp_operand_2};
assign cmp_not_zero  = |cmp_output [31:0];
assign cmp_neg       = cmp_output [31];
assign cmp_overflow  = (cmp_neg & ~cmp_operand_1[31] & cmp_operand_2 [31] ) | ( ~cmp_neg & cmp_operand_1[31] & ~cmp_operand_2[31] );
always_comb begin
    case (instr_opcode)
        7'b1100011 :begin   
            case(funct3) 
                BEQ    : br_taken = ~cmp_not_zero;
                BNE    : br_taken = cmp_not_zero; 
                BLT    : br_taken = (cmp_neg ^ cmp_overflow);
                BLTU   : br_taken = cmp_output[32];
                BGE    : br_taken = ~( cmp_neg ^ cmp_overflow); 
                BGEU   : br_taken = ~cmp_output[32];
                default: br_taken = 1'b0;
            endcase
        end
        7'b1101111, 7'b1100111: br_taken = 1'b1;  
        default   : br_taken = 1'b0;
    endcase
end
endmodule
</file>
<file path="/design/flow/run.sh">
#!/bin/bash
# OpenROAD 26Q1-2900-gdf79404cd8, Yosys 0.63+post, stock flow scripts
make -C /OpenROAD-flow-scripts/flow DESIGN_CONFIG=/design/flow/config.mk WORK_HOME=/design/flow/orfs finish
</file>
==> impl_metrics.json <==
{
  "status": "finished clean",
  "flop-count": 0,
  "synthDistinctLibCells": 61,
  "comb_power_share_pct": 100.0,
  "fin_cells": 521,
  "cp.required_ns": 7.68,
  "dr.first_iter.drc_count": 118,
  "crit_fanout": 6,
  "num_antenna_cells": 0,
  "area_growth_pct": 37.0,
  "grt_overflow": 0,
  "p_leak_nw": 1.36,
  "p_per_area_nw_per_um2": 58.8,
  "ir_drop_mv": 0.0209,
  "portBuffers": 75,
  "rows": 31,
  "hpwl_um": 5720,
  "tightest_slew_ns": 0.684,
  "die_w_um": 89.3,
  "place_inst": 521,
  "grt_pass1_wl_um": 11100,
  "n_fill_cell": 779,
  "fp_util_pct": 31.4,
  "arrival_ns": 7.28,
  "ys_cells": 355,
  "wirelength_um": 6460,
  "first_pass_iters": 5,
  "layout-drive-gt1-share_pct": 4.03,
  "postRouteAntennaNets": 0,
  "crit_cells": 26,
  "crit_type": "primary input to output pin",
  "grt_pass1_vias": 2417,
  "crit_path_end_kind": "output pin",
  "whs_ns": 4.73,
  "maxCapViolCount": 0,
  "slew_headroom_pct": 53.2,
  "routedWlPerCell_um": 12.4,
  "postSynthAreaPerCell_um2": 6.44,
  "syn_inst": 355,
  "grt_max_degree": 11,
  "cp_slowest_cell": "a2111o_1",
  "grt_antenna_before_repair": 0,
  "fin_tns_setup_ns": 0,
  "vias": 2691,
  "slowest_delay_ns": 0.50,
  "core_um2": 7290,
  "ios": 75,
  "worstHoldPathType": "primary input to output pin",
  "power.share.switching_pct": 52.5,
  "hold_viol": 0,
  "clock_buffers": 0,
  "post-place-ws_ns": 0.390,
  "ys_area_um2": 2290,
  "logic_area_um2": 2090,
  "path_delay_family": "AND-OR/OR-AND gates",
  "seq_area_frac_synth_pct": 0,
  "setup_slack_ns": 0.397,
  "p_seq_share_pct": 0,
  "clockPowerShare_pct": 0,
  "flop_area_um2": 0,
  "gp_congestion": 0.900,
  "synth.cell_area_um2": 2290,
  "critPathBufInv": 3,
  "maxSlewViolCount": 0,
  "holdPathStages": 4,
  "stdcell_area_um2": 3130,
  "grt.total_usage_pct": 17.5,
  "power.switching_w": 0.0000968,
  "min_period_ns": 9.20,
  "die_y_um": 89.3,
  "p_int_w": 0.0000876,
  "setup_violations": 0,
  "critPathLaunchType": "primary input",
  "dpl_cell_area_um2": 3130,
  "drc": 0,
  "rsz0062_at_grt": "no",
  "fmax_ghz": 0.109,
  "fin_crit_sh_pct": 95.9,
  "viasPerCell": 5.17,
  "yosys_warnings": 1,
  "chip_area_um2": 7980,
  "warnings": 32
}
[power groups by stage]
| stage | logic [W] | registers (W) | clock network (W) |
|---|---|---|---|
| 4_1_cts | 0.000184 | 0 | 0 |
| 5_1_grt | 0.000208 | 0 | 0 |
| 6_report | 0.000184 | 0 | 0 |
[placed cells by master (no fill, tap or decap), drive strengths merged, types with 3 or more instances in the layout]
master and count:
nand2 36, o21ai 24, xnor2 5, nor4 6, xor2 10, ha 32
a211oi 7, a21o 5, inv 44, nor3 10, o211ai 4, o21a 7
and2 6, clkdlybuf4s50 75, a31oi 3, nor3b 3, nand3 13, o21bai 5
nand4 12, o31ai 3, a21oi 40, o211a 3, a211o 3, nor2 29
nand2b 6
[path summary, 6_finish.rpt]
path / endpoint / start / slack (ns)
worst max-delay path: br_taken / rdata2[4] / 0.40
worst min-delay path: br_taken / instr_opcode[0] / 4.73
[area by class of cell]
class              instances  share of cell area [%]
multi-input cells        302                    66.6
well taps                 99                    3.95
inverters                 44                    5.27
repair buffers            76                    24.2
[cell families after synthesis]
logic type,Yosys count,synth area share (%)
muxes,2,0.930
adders and majority gates,34,19.3
and+or+nand+nor,136,31.4
buffers and inverters,53,9.03
AOI/OAI and AO/OA,115,33.6
xor gates and xnor gates,15,5.74
[timing repair]
action	4_1_cts	5_1_grt
resized	0	1
endpoints found under the setup margin	0	1
hold endpoints to repair	0	0
hold buffers	0	0
setup buffers	0	0
[metal layers]
metal	share of wire, %	routed length (µm)	GRT usage, %
met2	43	2760	28.2
met5	0	0	0
met4	0.20	13	0.289
met3	3.3	210	0.468
met1	54	3470	27.8
[synth_stat cells (2+ instances only)]
cell      count  share of area, %
nor3_2        2              0.88
and2_1        5               1.4
nand2b_1      6               1.6
a211o_1       3               1.1
nor3_1        8               1.8
o31ai_1       2              0.66
a211oi_1      5               1.6
fa_1          2               1.8
nor3b_1       2              0.66
nand2_1      36               5.9
nor4_1        6               1.6
and3_1        2              0.55
o21a_1        7               2.3
xnor2_1       5               1.9
clkbuf_1      3              0.49
nor2_1       29               4.8
o211a_1       3               1.3
o21ai_1       5               1.1
a31oi_1       3              0.82
xor2_1       10               3.8
a21o_1        5               1.6
o21bai_1      4               1.3
a21oi_1      39               8.5
o211ai_1      4               1.3
inv_1        43               7.1
or2_2         2              0.55
nand4_1      12               3.3
a2111o_1      2              0.98
nand3_1      13               2.8
buf_2         6               1.3
ha_1         32                18
or4_1         2              0.66
o21ai_0      18               3.9
nor2b_1       2              0.55
[through the flow]
stage / total power [W] / utilization [%]
floorplan: 0.000124 / -
global placement: 0.000184 / 42.9
detailed placement: 0.000183 / 42.9
CTS: 0.000184 / 42.9
global route: 0.000208 / 43.0
finish: 0.000184 / 43.0
No activity file was given, so power comes from the tool's default toggle rates.
