[flow/run.sh]
#!/bin/bash
# OpenROAD 26Q1-2900-gdf79404cd8, Yosys 0.63+post, stock flow scripts
make -C /OpenROAD-flow-scripts/flow DESIGN_CONFIG=/design/flow/config.mk WORK_HOME=/design/flow/orfs finish
[flow/design.v]
module Register_file (
     input logic         clk,rst,reg_wr,
     input logic  [4:0]  raddr1,raddr2,waddr,
     input logic  [31:0] wdata,
     output logic [31:0] rdata1,rdata2
);
    logic [31:0] register_file[31:0];
    always_comb begin
        rdata1 = (|raddr1) ? register_file[raddr1] : '0 ;
        rdata2 = (|raddr2) ? register_file[raddr2] : '0 ;
    end
  integer i;
  always_ff @(negedge clk) begin
    if (reg_wr && (|waddr)) begin
        register_file[waddr] <= wdata;
    end
  end
endmodule
[flow/constraint.sdc]
current_design Register_file

set clk_period 8.8
set clk_io_pct 0.2

create_clock -name clk0 -period $clk_period [get_ports {clk}]

set non_clock_inputs [all_inputs -no_clocks]
set_input_delay [expr $clk_period * $clk_io_pct] -clock clk0 $non_clock_inputs
set_output_delay [expr $clk_period * $clk_io_pct] -clock clk0 [all_outputs]
[flow/config.mk]
export PLATFORM = sky130hd
export DESIGN_NAME = Register_file
export DESIGN_NICKNAME = Register_file
export VERILOG_FILES = /design/flow/design.v
export SDC_FILE = /design/flow/constraint.sdc
export NUM_CORES = 4
export LEC_CHECK = 1
export CORE_UTILIZATION = 40
==> qor.yml <==
detail_route.drc_violations: 0
common_cells: "sky130_fd_sc_hd__edfxtp_1 (1,024), sky130_fd_sc_hd__mux4_2 (471), sky130_fd_sc_hd__mux2i_1 (146), sky130_fd_sc_hd__clkbuf_1 (84), sky130_fd_sc_hd__o22ai_1 (83)"
timing.max_slew.rel_slack: 0.323
timing.final.hold_violations: 0
setup_ws_ns: -0.000515
global_route_wire_length_before_repair_mm: 214
post_synth_tally_of_flip_flops_with_integrated_enable: 1024
core_box_area_mm2: 0.116
slowest_stage: "sky130_fd_sc_hd__mux4_2"
cts-hold-fix-buffers: 0
cts_inserted_buffers: 112
startpoint_type: "flop"
grt_max_degree: 98
post_synth.cell_area_avg_um2: 20.6
utilization_after_layout: 0.515
chip_area_mm2: 0.119
setup_viol: 1
clock_tree_from_tritoncts: "done"
worst-endpoint-arrival_ns: 7.04
netlist-cell-type-count: 36
top_cells_by_area: "sky130_fd_sc_hd__edfxtp_1 (65%), sky130_fd_sc_hd__mux4_2 (23%), sky130_fd_sc_hd__mux2i_1 (3.1%)"
number_of_global_route_vias_before_repair: 35400
crit_path_max_fanout: 2
grt_setup_unrepaired: "yes"
tightest_slew_ns: 1.02
final.fill_count: 8880
cts.path.max_buffers: 3
yosys.stat.seqShare: 0.654
synth-area-yosys_mm2: 0.0470
route.antenna.remaining_nets: 0
worst_path_largest_cell_delay_ns: 0.52
number_of_synthesized_register_bits: 1024
yosysTopAreaCell: "sky130_fd_sc_hd__edfxtp_1"
grt_antenna_before_repair: 5
power.ir.vdd_worst_mv: 0.166
dieHeight_um: 345
drive_above_1_share: 0.288
route.final.wire_length_mm: 148
vias_per_cell: 5.74
largest-register: "register_file"
top_regs: "register_file x1024"
crit_path_cell_trace: "mux4_2, mux4_2, o22ai_2, nor3_2, buf_4, buf_6"
critPathMostFrequentCell: "sky130_fd_sc_hd__mux4_2"
fp_util: 0.404
syn_area_mm2: 0.0470
synth_warnings: 1
warning_count: 1030
ios: 114
violations: "negative setup slack"
drt-initial-drc-count: 1597
largest_register_ff_count: 1024
preCtsSetupSlack_ns: 0.0928
criticalPathCategory: "flop to output port"
grtUsageTotal: 0.280
yosys_most_used_dff: "sky130_fd_sc_hd__edfxtp_1"
clk_transition_reported_paths_ns: 0.03
die_x_um: 345
p_per_area_mw_per_mm2: 223
synth_stat.cells: 2281
power.static_leakage_nw: 23.2
cpLargestDelayFamily: "multiplexers"
post-synth-top-count-cell: "sky130_fd_sc_hd__edfxtp_1"
finalWeightedCongestion: 0.844
layout_area_growth_over_synthesis_pct: 27.5
yosys.area.top_type_share: 0.654
portBuffers: 112
finalMaxSlewViolations: 0
grt_overflow: 0
final.hold.worst_slack_ns: 4.40
synth_async_sr_flop_share: 0
run_status: "finished with violations"
setup.worst_path.end_class: "output port"
drtPass1Iterations: 5
cts.root.buffer_cell: "sky130_fd_sc_hd__clkbuf_16"
detailroute.via_count: 29500
placement_rows: 125
hp-class: "input port to output port"
tns_ns: -0.000515
detail_route.wl_per_cell_um: 28.7
cts_sink_cnt: 1024
maxCapViolCount: 0
worstPathBufferInverterCount: 2
dpl.hpwl_mm: 79.1
worst-endpoint-required_ns: 7.04
h-tree-depth: 3
syn-instance-count: 2281
## tightest hold or removal path: stages
cell	delay, ns
sky130_fd_sc_hd__buf_4	0.30
sky130_fd_sc_hd__a2111oi_4	0.29
sky130_fd_sc_hd__nor3_2	0.09
sky130_fd_sc_hd__dlymetal6s2s_1	0.15
## path summary, 6_finish.rpt
path,startpoint,to,slack [ns],cells after the start
setup / recovery,register_file[31][15],rdata1[15],-0.0005,6
hold / removal,raddr2[4],rdata2[5],4.40,4
## placed cells by master, fill, tap and decap left out, drive strengths merged, types with 36 or more instances in the layout
master / synthesis / routed
buf: 105 / 160
mux4: 471 / 471
mux2i: 146 / 146
edfxtp: 1024 / 1024
nor2: 37 / 37
inv: 2 / 1070
a22o: 51 / 51
a211oi: 36 / 36
clkbuf: 84 / 123
nor3: 55 / 55
clkdlybuf4s50: 0 / 42
mux2: 37 / 37
o22ai: 83 / 83
## power by group
group / internal, mW / switching (mW) / total, mW
combinational: 0.462 / 0.576 / 1.04
sequential: 5.49 / 0.0293 / 5.51
clock: 3.65 / 3.14 / 6.79
## layout make-up
| cell class | instances | area (um2) | area share |
|---|---|---|---|
| inverters | 1 | 3.75 | 0.0000626 |
| repair buffers | 257 | 2580 | 0.0431 |
| multi-input cells | 1097 | 16900 | 0.281 |
| diodes | 2 | 5.00 | 0.0000835 |
| clock buffers | 113 | 2830 | 0.0472 |
| clock inverters | 1121 | 5000 | 0.0834 |
| flip-flops and latches | 1024 | 30700 | 0.513 |
| well taps | 1524 | 1910 | 0.0318 |
## kinds of logic after synthesis
| kind of cell | Yosys count | share of synthesized area |
|---|---|---|
| buffers and inverters | 191 | 0.0210 |
| AOI/OAI and AO/OA | 259 | 0.0421 |
| muxes | 654 | 0.266 |
| and+or+nand+nor | 152 | 0.0169 |
| DFF | 1024 | 0.654 |
| other | 1 | 0.0000798 |
## per-stage QoR
stage	instance area, um2	power [mW]	instances
3_3_place_gp	50900	7.22	3897
2_1_floorplan	47100	6.79	2312
3_5_place_dp	50900	7.23	3897
6_report	59900	13.3	5139
5_1_grt	59900	14.2	5139
4_1_cts	59700	13.5	5130
## routing by layer
layer,track usage,part of all wire
met2,0.400,0.48
met4,0.110,0.032
met3,0.245,0.17
met1,0.295,0.31
met5,0.0180,0.0018
## timing repair
action	4_1_cts	5_1_grt
pin swaps	57	31
gates resized	265	68
buffers inserted	5	9
setup endpoints to repair	64	43
hold endpoints to repair	0	0
Power figures rest on the tool's default switching activity, not on a simulated workload.
